==> design/flow/run.sh <==
#!/bin/bash
# OpenROAD 26Q1-2900-gdf79404cd8, Yosys 0.63+post, stock flow scripts
make -C /OpenROAD-flow-scripts/flow DESIGN_CONFIG=/design/flow/config.mk WORK_HOME=/design/flow/orfs finish
==> design/flow/design.v <==
`timescale 1ns / 1ps
module top_uart(
	input 		wire 		sys_clk		,
	input 		wire 		sys_rst_n	,
	input 		wire 		rx_data 	,
	output 		wire 		tx_data 	 
    );
wire 	[7:0] 	data		;
wire 			en 			;
uart_rx uart_rx0 (
    .clk        (sys_clk    ), 
    .rst_n      (sys_rst_n  ), 
    .rx_data    (rx_data    ), 
    .po_data    (data 	    ), 
    .rx_done    (en 	    )
    );
uart_tx uart_tx0 (
    .clk        (sys_clk    ), 
    .rst_n      (sys_rst_n  ), 
    .pi_data    (data 	    ), 
    .tx_en      (en 	    ), 
    .tx_data    (tx_data    ),
    .tx_done    ( 		    )
    );
endmodule
`timescale 1ns / 1ps
module uart_rx(
	clk,rst_n,rx_data,
	po_data,rx_done
    );
input clk;
input rst_n;
input rx_data;
output [7:0] po_data;
output reg rx_done;
localparam baud_cnt_end = 'd434 - 'd1							;
localparam baud_cnt_m 	= (baud_cnt_end ) / 'd2 		 		;
reg rx_ff1;
reg rx_ff2;
reg rx_ff3;
reg rx_flag;
reg [12:0] baud_cnt;
reg bit_flag;
reg [3:0] bit_cnt;
reg [7:0] po_data;
reg [7:0] po_data_r;
wire rx_nedge;
always@(posedge clk or negedge rst_n) begin
    if(rst_n == 1'b0) begin 
        rx_ff1 <= 1'b0;
        rx_ff2 <= 1'b0;
        rx_ff3 <= 1'b0;
    end 
    else begin 
        rx_ff1 <= rx_data;
        rx_ff2 <= rx_ff1;
        rx_ff3 <= rx_ff2;
    end 
end 
assign rx_nedge = rx_ff3 && ~rx_ff2 && !rx_flag;
always@(posedge clk or negedge rst_n) begin
	if(rst_n == 1'b0)
		rx_flag <= 1'b0;
	else if(rx_nedge == 1'b1)
	    rx_flag	<= 1'b1;
    else if(bit_cnt == 4'd9 && baud_cnt == baud_cnt_end)
	    rx_flag <= 1'b0;
end
always@(posedge clk or negedge rst_n) begin
	if(rst_n == 1'b0)
		baud_cnt <= 13'd0;	
	else if(baud_cnt == baud_cnt_end)
	    baud_cnt <= 13'd0;
    else if(rx_flag == 1'b1)
        baud_cnt <= baud_cnt + 1'b1;
    else 
        baud_cnt <= 13'd0;
end
always@(posedge clk or negedge rst_n) begin
	if(rst_n == 1'b0)
		bit_flag <= 1'b0;
	else if(baud_cnt == baud_cnt_m)
	    bit_flag <= 1'b1;
    else 
        bit_flag <= 1'b0;
end
always@(posedge clk or negedge rst_n) begin
	if(rst_n == 1'b0)
		bit_cnt <= 4'd0;
	else if(rx_flag == 0)
	    bit_cnt <= 4'd0;
    else if(baud_cnt == baud_cnt_end && rx_flag == 1'b1)
	    bit_cnt <= bit_cnt + 1'b1;
end
always@(posedge clk or negedge rst_n) begin
	if(rst_n == 1'b0)
		rx_done <= 1'b0;
	else if(bit_cnt == 4'd8 && baud_cnt == baud_cnt_end - 'd1)
	    rx_done <= 1'b1;
    else 
	    rx_done <= 1'b0;
end
always@(posedge clk or negedge rst_n) begin
    if(rst_n == 1'b0) 
        po_data <= 8'b0;
    else if(bit_cnt == 4'd8 && baud_cnt == baud_cnt_end - 'd1)
		po_data <= po_data_r;
	else 
		po_data <= 8'd0;
end
always@(posedge clk or negedge rst_n) begin
	if(rst_n == 1'b0)
		po_data_r <= 8'b0;
	else if(rx_flag == 1'b1) begin 
            if(bit_flag)
				case(bit_cnt)
					4'd1    :	po_data_r[0] <= rx_ff2 ;
					4'd2    :	po_data_r[1] <= rx_ff2 ;
					4'd3    :	po_data_r[2] <= rx_ff2 ;
					4'd4    :	po_data_r[3] <= rx_ff2 ;
					4'd5    :	po_data_r[4] <= rx_ff2 ;
					4'd6    :	po_data_r[5] <= rx_ff2 ;
					4'd7    :	po_data_r[6] <= rx_ff2 ;
					4'd8    :	po_data_r[7] <= rx_ff2 ;
					default :   po_data_r <= po_data_r ;	
				endcase
			else 
				po_data_r <= po_data_r;
         end
    else 
        po_data_r <= 8'd0;
end
endmodule
`timescale 1ns / 1ps
module uart_tx(
	clk,rst_n,pi_data,tx_en,
	tx_data,tx_done
    );
input clk;
input rst_n;
input [7:0] pi_data;
input tx_en; 
output reg tx_data;
output reg tx_done;
localparam baud_cnt_end = 'd434 - 'd1							;
reg tx_flag;
reg [8:0] baud_cnt;
reg [3:0] bit_cnt;
reg [7:0] pi_data_r;
always@(posedge clk or negedge rst_n) begin
	if(rst_n == 1'b0)
		tx_flag <= 1'b0;
	else if(tx_en == 1'b1 && tx_flag == 1'b0)
		tx_flag <= 1'b1;
	else if(bit_cnt == 4'd9 && baud_cnt == baud_cnt_end)
	    tx_flag <= 1'b0;
end
always@(posedge clk or negedge rst_n) begin
	if(rst_n == 1'b0)
		bit_cnt <= 4'd0;
	else if(tx_flag == 1'b0)
		bit_cnt <= 4'd0;
	else if(baud_cnt == baud_cnt_end)
        bit_cnt <= bit_cnt + 1'b1;
	else 	
	    bit_cnt <= bit_cnt;
end
always@(posedge clk or negedge rst_n) begin 
	if(rst_n == 1'b0)
		baud_cnt <= 13'd0;	
	else if(baud_cnt == baud_cnt_end)
		baud_cnt <= 13'd0;
	else if(tx_flag == 1'b1)
        baud_cnt <= baud_cnt + 1'b1;
	else 
	    baud_cnt <= 13'd0;
end
always@(posedge clk or negedge rst_n) begin
	if(rst_n == 1'b0)
		pi_data_r <= 8'd0;
	else if(tx_en == 1'b1)
		pi_data_r <= pi_data;
	else 
	    pi_data_r <= pi_data_r;
end 
always@(posedge clk or negedge rst_n) begin
	if(rst_n == 1'b0)
		tx_data <= 1'b1;
	else if(tx_flag == 1'b1)
			case(bit_cnt)
				4'd0 : tx_data <= 1'b0			;
				4'd1 : tx_data <= pi_data_r[0]	;
				4'd2 : tx_data <= pi_data_r[1]	;
				4'd3 : tx_data <= pi_data_r[2]	;
				4'd4 : tx_data <= pi_data_r[3]	;
				4'd5 : tx_data <= pi_data_r[4]	;
				4'd6 : tx_data <= pi_data_r[5]	;
				4'd7 : tx_data <= pi_data_r[6]	;
				4'd8 : tx_data <= pi_data_r[7]	;
				4'd9 : tx_data <= 1'b1			;
				default:;
			endcase
		else 
			tx_data <= 1'b1;
end
always@(posedge clk or negedge rst_n) begin
    if(rst_n == 1'b0)
        tx_done <= 1'b0;
    else if(bit_cnt == 4'd9 && baud_cnt == baud_cnt_end)
        tx_done <= 1'b1;
    else 
        tx_done <= 1'b0;
end
endmodule
==> design/flow/config.mk <==
export PLATFORM = sky130hd
export DESIGN_NAME = top_uart
export DESIGN_NICKNAME = top_uart
export VERILOG_FILES = /design/flow/design.v
export SDC_FILE = /design/flow/constraint.sdc
export NUM_CORES = 4
export LEC_CHECK = 1
export CORE_UTILIZATION = 30
==> design/flow/constraint.sdc <==
current_design top_uart

set clk_period 3.0
set clk_io_pct 0.2

create_clock -name clk0 -period $clk_period [get_ports {sys_clk}]

set non_clock_inputs [all_inputs -no_clocks]
set_input_delay [expr $clk_period * $clk_io_pct] -clock clk0 $non_clock_inputs
set_output_delay [expr $clk_period * $clk_io_pct] -clock clk0 [all_outputs]
==> changes_impl.md <==
## Flow update

* FF/Latch Area at 1550 µm²
* Gate power share at 10.2%
* TritonCTS clock tree: built
* Diode count at 0
* VDD IR max at 0.000317 V
* Cell with the most instances after synthesis: dfrtp_1
* Total number of vias at 2,159
* Initial DRT Pass Iterations at 4
* GR Overflow Total at 0
* Gate Count Post-Synth at 298
* Top cell type by total area after synthesis: dfrtp_1
* Slowest cell delay on critical path at 0.54 ns
* CP endpoint kind: output port
* Clock Latency Late Sink at 0.34 ns
* # setup viols final at 0
* Post-Place Cells at 421
* CORE AREA at 9910 µm²
* Die area at 10,800 µm²
* Die Wd at 104 µm
* Cell row count at 36
* Tool warnings at 34
* Sw frac at 26.7%
* RSZ-0062 raised after global routing: no
* Clock skew at 0.00414 ns
* Hold Fails Final Rpt at 0
* Wire length per cell at 12.8 µm
* Power Density at 538 nW/µm²
* Cell Type Count at 43
* Mapped Area at 3120 µm²
* TritonCTS buffer count at 9
* Layout cell share with drive strength beyond 1 at 10.6%
* Num Clock Sinks at 62
* Antenna-violating nets left at 0
* Startpoint Class: flop
* Ys async rst share at 100%
* Post-synthesis sequential area ratio at 49.7%
* WS Path Type: reg -> out
* Slew headroom at 54.3%
* First-pass GRT wire length at 10,000 µm
* Seq pwr share at 52.2%
* Crit path DRT at 2.40 ns
* Status: complete, no violations
* Number of setup buffers added after CTS at 0
* Dpl cell area at 3260 µm²
* DP HPWL at 3760 µm
* Fmax at 0.520 GHz
* Crit share post-route at 64.1%
* Clock Pin Slew Worst Setup and Hold Paths at 0.06 ns
* Registers, synthesis at 62
* YS warnings at 2
* Tot Pwr at 0.00186 W
* Slew Limit Fails at 0
* Top cells by count, synth: dfrtp_1 (61), inv_1 (24), nor2_1 (17), mux2i_1 (14), nor3_1 (14)
* Fin cells at 436
* PortBufs at 3
* Stages on the worst setup path at 1
* Initial drt markers at 64
* Detail-routed via count per cell at 4.95
* Final Cell Area at 3450 µm²
* Synth Flop Type: dfrtp_1
* HP Class: in -> async
* Max-cap violations at 0
* # DRC at 0
* Initial antenna violation count at 0
* Routability cong. at 0.871
* Crit path max-delay family: flip-flops
* CP max stage cell: dfstp_2
* Top Ports at 4
* Slew of the pin with the lowest slew margin at 0.685 ns
* Worst Path Buf+Inv at 1
* Synth-to-Final Area Change at 10.5%
* Post-synth EDFFs at 0
* Setup TNS at 0 ns
* Largest net degree at the start of global routing at 42
* Clk buf depth at 2
* Crit path DAT at 1.32 ns
* Register-to-Register Path Depth at 3
* Post-CTS sizing at 0
* Clock power frac at 37.6%
* Die Ht at 104 µm
* Fill cell count at 973
* Area leader share at 48.9%
* Critical path fanouts, max at 3
* GRT Total Usage at 11.5%
* CTS root buf: clkbuf_8
* YS chip area at 3120 µm²
* Pint at 0.00136 W
* Drt total wl at 5580 µm
* CTS Hold Buffers Added at 0
* Level count of the clock H-tree at 3
* Largest cells by area after synthesis: dfrtp_1 (49%), ha_1 (5.2%), mux2i_1 (4.5%)
* Gate Area at 1410 µm²
* Ys cells at 298
* Floorplan core density at 31.5%
* Final min period at 1.92 ns
* Critical path cell sequence: clkdlybuf4s50_1
* Psw at 0.000495 W
* Number of global-route vias before repair at 2,019
* Average size of a mapped cell at 10.5 µm²
* Leak at 1.44 nW
## worst paths after layout
| path | startpoint | slack, ns | end |
|---|---|---|---|
| hold reg to reg | uart_rx0.rx_ff1$_DFF_PN0_ | 0.35 | uart_rx0.rx_ff2$_DFF_PN0_ |
| max in group asynchronous | sys_rst_n | 2.29 | uart_tx0.tx_data$_DFFE_PN1P_ |
| min in group clk0 | uart_rx0.rx_ff1$_DFF_PN0_ | 0.35 | uart_rx0.rx_ff2$_DFF_PN0_ |
| hold / removal | sys_rst_n | 0.24 | uart_tx0.baud_cnt[6]$_DFF_PN0_ |
| setup reg to reg | uart_rx0.baud_cnt[2]$_DFF_PN0_ | 1.23 | uart_rx0.baud_cnt[1]$_DFF_PN0_ |
| setup / recovery | uart_tx0.tx_data$_DFFE_PN1P_ | 1.08 | tx_data |
## cell families after synthesis
group	count (synthesis)	share of synthesized area, %
and+or+nand+nor	117	22.7
adders and majority gates	13	5.21
xor gates and xnor gates	6	1.68
muxes	22	7.37
buffers and inverters	39	5.01
AOI/OAI and AO/OA	39	8.26
DFF	62	49.7
## per-stage QoR
| stage | setup slack [ns] | utilization (%) | hold slack [ns] |
|---|---|---|---|
| after global placement | 1.29 | 32.9 | 0.335 |
| after detailed placement | 1.25 | 32.9 | 0.336 |
| after global routing | 1.02 | 34.8 | 0.253 |
| final | 1.08 | 34.8 | 0.237 |
| after CTS | 1.05 | 34.8 | 0.231 |
| after floorplan | 1.35 | - | 0.304 |
## layout by cell type, fill, tap and decap left out, drive strengths merged, types with 7 or more instances in the layout
| master | netlist | layout |
|---|---|---|
| a21oi | 11 | 11 |
| clkbuf | 12 | 10 |
| dfrtp | 61 | 61 |
| ha | 13 | 13 |
| inv | 24 | 24 |
| mux2 | 8 | 8 |
| mux2i | 14 | 14 |
| nand2 | 12 | 12 |
| nand3 | 12 | 12 |
| nand4 | 11 | 11 |
| nor2 | 17 | 17 |
| nor3 | 14 | 14 |
| nor4 | 8 | 8 |
| o21ai | 10 | 10 |
| or3 | 7 | 7 |
## metal layers
layer	track usage, %	routed length, µm
met1	18.0	2910
met2	16.6	2360
met3	3.64	241
met4	1.12	64
met5	0	0
## power groups by stage
stage	clock [W]	combinational [W]	sequential, W
finish	0.000699	0.000189	0.000970
global route	0.000771	0.000213	0.000980
CTS	0.000727	0.000190	0.000967
## area by class of cell
cell class,instances,share of cell area (%)
Clock buffer,10,3.99
Clock inverter,5,1.45
Inverter,24,2.61
Multi-Input combinational cell,197,41.0
Sequential cell,62,45.0
Tap cell,133,4.82
Timing Repair Buffer,5,1.16
## flip-flops by register name (all words and copies together), names as in the netlist
signal              cells
uart_tx0.tx_flag        1
uart_tx0.pi_data_r      8
uart_rx0.po_data_r      8
uart_tx0.bit_cnt        4
uart_rx0.rx_ff3         1
uart_rx0.rx_flag        1
uart_rx0.rx_ff2         1
uart_rx0.bit_flag       1
uart_rx0.bit_cnt        4
uart_rx0.rx_done        1
uart_tx0.baud_cnt       9
uart_tx0.tx_data        1
uart_rx0.baud_cnt      13
uart_rx0.po_data        8
uart_rx0.rx_ff1         1
No activity file was given, so power comes from the tool's default toggle rates.
